==> flow/design.v <==
module Binary_To_7Segment(
   input       i_Clk,
   input [3:0] i_Binary_Num,
	output      o_Segment_7,
   output      o_Segment_A,
   output      o_Segment_B,
   output      o_Segment_C,
   output      o_Segment_D,
   output      o_Segment_E,
   output      o_Segment_F,
   output      o_Segment_G
   ); 
  reg [7:0]    r_Hex_Encoding = 8'h00;   
  always @(posedge i_Clk)
    begin
      case (i_Binary_Num) 
        4'b0000 : r_Hex_Encoding <= 8'hFC;
        4'b0001 : r_Hex_Encoding <= 8'h60;
        4'b0010 : r_Hex_Encoding <= 8'hDA;
        4'b0011 : r_Hex_Encoding <= 8'hF2;		 
        4'b0100 : r_Hex_Encoding <= 8'h66;  		  
        4'b0101 : r_Hex_Encoding <= 8'hB6;
        4'b0110 : r_Hex_Encoding <= 8'hBE;		  
        4'b0111 : r_Hex_Encoding <= 8'hE0;
        4'b1000 : r_Hex_Encoding <= 8'hFE;		  
        4'b1001 : r_Hex_Encoding <= 8'hF6;
        4'b1010 : r_Hex_Encoding <= 8'hEE;		  
        4'b1011 : r_Hex_Encoding <= 8'h3E;
        4'b1100 : r_Hex_Encoding <= 8'h9C;
        4'b1101 : r_Hex_Encoding <= 8'h7A;
        4'b1110 : r_Hex_Encoding <= 8'h9E;
        4'b1111 : r_Hex_Encoding <= 8'h8E;
      endcase	
    end  
  assign o_Segment_7 = r_Hex_Encoding[7];
  assign o_Segment_A = r_Hex_Encoding[6];
  assign o_Segment_B = r_Hex_Encoding[5];
  assign o_Segment_C = r_Hex_Encoding[4];
  assign o_Segment_D = r_Hex_Encoding[3];
  assign o_Segment_E = r_Hex_Encoding[2];
  assign o_Segment_F = r_Hex_Encoding[1];
  assign o_Segment_G = r_Hex_Encoding[0]; 
endmodule  
module UART_RX
  #(parameter CLKS_PER_BIT = 104)
  (
   input        i_Clock,
   input        i_RX_Serial,
   output       o_RX_DV,
   output [7:0] o_RX_Byte
   );
  parameter IDLE         = 3'b000;
  parameter RX_START_BIT = 3'b001;
  parameter RX_DATA_BITS = 3'b010;
  parameter RX_STOP_BIT  = 3'b011;
  parameter CLEANUP      = 3'b100;
  reg [7:0]     r_Clock_Count = 0;
  reg [2:0]     r_Bit_Index   = 0;  
  reg [7:0]     r_RX_Byte     = 0;
  reg           r_RX_DV       = 0;
  reg [2:0]     r_SM_Main     = 0;
  always @(posedge i_Clock)
  begin
    case (r_SM_Main)
      IDLE :
        begin
          r_RX_DV       <= 1'b0;
          r_Clock_Count <= 0;
          r_Bit_Index   <= 0;
          if (i_RX_Serial == 1'b0)           
            r_SM_Main <= RX_START_BIT;
          else
            r_SM_Main <= IDLE;
        end
      RX_START_BIT :
        begin
          if (r_Clock_Count == (CLKS_PER_BIT-1)/2)
          begin
            if (i_RX_Serial == 1'b0)
            begin
              r_Clock_Count <= 0;   
              r_SM_Main     <= RX_DATA_BITS;
            end
            else
              r_SM_Main <= IDLE;
          end
          else
          begin
            r_Clock_Count <= r_Clock_Count + 1;
            r_SM_Main     <= RX_START_BIT;
          end
        end  
      RX_DATA_BITS :
        begin
          if (r_Clock_Count < CLKS_PER_BIT-1)
          begin
            r_Clock_Count <= r_Clock_Count + 1;
            r_SM_Main     <= RX_DATA_BITS;
          end
          else
          begin
            r_Clock_Count          <= 0;
            r_RX_Byte[r_Bit_Index] <= i_RX_Serial;
            if (r_Bit_Index < 7)
            begin
              r_Bit_Index <= r_Bit_Index + 1;
              r_SM_Main   <= RX_DATA_BITS;
            end
            else
            begin
              r_Bit_Index <= 0;
              r_SM_Main   <= RX_STOP_BIT;
            end
          end
        end  
      RX_STOP_BIT :
        begin
          if (r_Clock_Count < CLKS_PER_BIT-1)
          begin
            r_Clock_Count <= r_Clock_Count + 1;
     	    r_SM_Main     <= RX_STOP_BIT;
          end
          else
          begin
       	    r_RX_DV       <= 1'b1;
            r_Clock_Count <= 0;
            r_SM_Main     <= CLEANUP;
          end
        end  
      CLEANUP :
        begin
          r_SM_Main <= IDLE;
          r_RX_DV   <= 1'b0;
        end
      default :
        r_SM_Main <= IDLE;
    endcase
  end    
  assign o_RX_DV   = r_RX_DV;
  assign o_RX_Byte = r_RX_Byte;
endmodule  
module UART_RX_To_7_Seg_Top
  (input i_Clk,      
   input i_UART_RX,  
	output o_UART_TX,    
   output o_Segment_7,	
   output o_Segment_A,
   output o_Segment_B,
   output o_Segment_C,
   output o_Segment_D,
   output o_Segment_E,
   output o_Segment_F,
   output o_Segment_G,
	output reg [2:0] led_enable = 3'h0,
	output reg [7:0] LED = 8'h00);
   wire w_RX_DV;
   wire [7:0] w_RX_Byte;
	wire w_TX_Active, w_TX_Serial;
   wire w_Segment_7, w_Segment_A, w_Segment_B, w_Segment_C, 
   w_Segment_D, w_Segment_E, w_Segment_F, w_Segment_G;	
	reg [3:0] nowyWektor = 4'h0;
	reg wybranyBajtMlodszy = 1'b1;
	reg [10:0] licznik = 11'h00;
	reg [7:0] nowy = 8'h0;
  UART_RX #(.CLKS_PER_BIT(104)) UART_RX_Inst
  (.i_Clock(i_Clk),
   .i_RX_Serial(i_UART_RX),
   .o_RX_DV(w_RX_DV),
   .o_RX_Byte(w_RX_Byte));
  UART_TX #(.CLKS_PER_BIT(104)) UART_TX_Inst
  (.i_Clock(i_Clk),
   .i_TX_DV(w_RX_DV),       
   .i_TX_Byte(w_RX_Byte),   
   .o_TX_Active(w_TX_Active),
   .o_TX_Serial(w_TX_Serial),
   .o_TX_Done());
  assign o_UART_TX = w_TX_Active ? w_TX_Serial : 1'b1; 	
  Binary_To_7Segment SevenSeg_Inst
  (.i_Clk(i_Clk),
   .i_Binary_Num(nowyWektor),
	.o_Segment_7(w_Segment_7),	
	.o_Segment_A(w_Segment_A),
	.o_Segment_B(w_Segment_B),
	.o_Segment_C(w_Segment_C),
	.o_Segment_D(w_Segment_D),
	.o_Segment_E(w_Segment_E),
	.o_Segment_F(w_Segment_F),
	.o_Segment_G(w_Segment_G)); 
	assign o_Segment_7 = ~w_Segment_7;  
	assign o_Segment_A = ~w_Segment_A;
	assign o_Segment_B = ~w_Segment_B;
	assign o_Segment_C = ~w_Segment_C;
	assign o_Segment_D = ~w_Segment_D;
	assign o_Segment_E = ~w_Segment_E;
	assign o_Segment_F = ~w_Segment_F;
	assign o_Segment_G = ~w_Segment_G;
always @(posedge i_Clk)
begin 
LED = w_RX_Byte;
  	if(w_RX_DV) 
  	begin
      nowy = w_RX_Byte;
    end
	licznik <= licznik + 1;
	if (licznik == 1200) 
	begin
		licznik <= 0;
			if (wybranyBajtMlodszy)
			begin
				nowyWektor = nowy[3:0];				
			end
			else
			begin
			  nowyWektor = nowy[7:4];		  
			end
			wybranyBajtMlodszy = ~wybranyBajtMlodszy;
	end		
	if (licznik == 0) 
	begin
		if (wybranyBajtMlodszy)
		begin
			led_enable = 3'b101;
		end
		else
		begin
			led_enable = 3'b110;
		end		
end
end
endmodule
module UART_TX 
  #(parameter CLKS_PER_BIT = 104)
  (
   input       i_Clock,
   input       i_TX_DV,
   input [7:0] i_TX_Byte, 
   output      o_TX_Active,
   output reg  o_TX_Serial,
   output      o_TX_Done
   );
  parameter IDLE         = 3'b000;
  parameter TX_START_BIT = 3'b001;
  parameter TX_DATA_BITS = 3'b010;
  parameter TX_STOP_BIT  = 3'b011;
  parameter CLEANUP      = 3'b100;
  reg [2:0] r_SM_Main     = 0;
  reg [7:0] r_Clock_Count = 0;
  reg [2:0] r_Bit_Index   = 0;
  reg [7:0] r_TX_Data     = 0;
  reg       r_TX_Done     = 0;
  reg       r_TX_Active   = 0;
  always @(posedge i_Clock)
  begin
    case (r_SM_Main)
      IDLE :
        begin
          o_TX_Serial   <= 1'b1;          
          r_TX_Done     <= 1'b0;
          r_Clock_Count <= 0;
          r_Bit_Index   <= 0;
          if (i_TX_DV == 1'b1)
          begin
            r_TX_Active <= 1'b1;
            r_TX_Data   <= i_TX_Byte;
            r_SM_Main   <= TX_START_BIT;
          end
          else
            r_SM_Main <= IDLE;
        end  
      TX_START_BIT :
        begin
          o_TX_Serial <= 1'b0;
          if (r_Clock_Count < CLKS_PER_BIT-1)
          begin
            r_Clock_Count <= r_Clock_Count + 1;
            r_SM_Main     <= TX_START_BIT;
          end
          else
          begin
            r_Clock_Count <= 0;
            r_SM_Main     <= TX_DATA_BITS;
          end
        end  
      TX_DATA_BITS :
        begin
          o_TX_Serial <= r_TX_Data[r_Bit_Index];
          if (r_Clock_Count < CLKS_PER_BIT-1)
          begin
            r_Clock_Count <= r_Clock_Count + 1;
            r_SM_Main     <= TX_DATA_BITS;
          end
          else
          begin
            r_Clock_Count <= 0;
            if (r_Bit_Index < 7)
            begin
              r_Bit_Index <= r_Bit_Index + 1;
              r_SM_Main   <= TX_DATA_BITS;
            end
            else
            begin
              r_Bit_Index <= 0;
              r_SM_Main   <= TX_STOP_BIT;
            end
          end 
        end  
      TX_STOP_BIT :
        begin
          o_TX_Serial <= 1'b1;
          if (r_Clock_Count < CLKS_PER_BIT-1)
          begin
            r_Clock_Count <= r_Clock_Count + 1;
            r_SM_Main     <= TX_STOP_BIT;
          end
          else
          begin
            r_TX_Done     <= 1'b1;
            r_Clock_Count <= 0;
            r_SM_Main     <= CLEANUP;
            r_TX_Active   <= 1'b0;
          end 
        end  
      CLEANUP :
        begin
          r_TX_Done <= 1'b1;
          r_SM_Main <= IDLE;
        end
      default :
        r_SM_Main <= IDLE;
    endcase
  end
  assign o_TX_Active = r_TX_Active;
  assign o_TX_Done   = r_TX_Done;
endmodule
==> flow/run.sh <==
#!/bin/bash
# OpenROAD 26Q1-2900-gdf79404cd8, Yosys 0.63+post, stock flow scripts
make -C /OpenROAD-flow-scripts/flow DESIGN_CONFIG=/design/flow/config.mk WORK_HOME=/design/flow/orfs finish
==> flow/config.mk <==
export PLATFORM = sky130hd
export DESIGN_NAME = UART_RX_To_7_Seg_Top
export DESIGN_NICKNAME = UART_RX_To_7_Seg_Top
export VERILOG_FILES = /design/flow/design.v
export SDC_FILE = /design/flow/constraint.sdc
export NUM_CORES = 4
export LEC_CHECK = 1
export CORE_UTILIZATION = 50
==> flow/constraint.sdc <==
current_design UART_RX_To_7_Seg_Top

set clk_period 3.0
set clk_io_pct 0.2

create_clock -name clk0 -period $clk_period [get_ports {i_Clk}]

set non_clock_inputs [all_inputs -no_clocks]
set_input_delay [expr $clk_period * $clk_io_pct] -clock clk0 $non_clock_inputs
set_output_delay [expr $clk_period * $clk_io_pct] -clock clk0 [all_outputs]
==> Changelog: implementation <==
## Flow update

* Status: complete, no violations
* Final WL at 5717 um
* Yosys warning count at 4
* Final Util at 59.41%
* Final setup fails at 0
* Late-Pin Clk Latency at 340 ps
* Worst ir drop on vdd at 282.1 uV
* Max-cap violations at 0
* Ys flop type: edfxtp_1
* Top cell area share at 37.22%
* Largest net degree at the start of global routing at 15
* Fill cells at 614
* Crit path launch type: register
* Hold_buf cts at 0
* Reg2reg end: UART_RX_Inst.r_Clock_Count[7]$_DFFE_PP_
* Logic gate share of total power at 6.1%
* Detail Placement HPWL at 4006 um
* Worst reg-to-reg setup slack at 680 ps
* Clock power share at 34.1%
* Clk sinks at 89
* Vias in the first global route at 2138
* Tcrit/Tclk final at 77.47%
* Clock transition at path regs at 90 ps
* Largest cells by area: edfxtp_1 37%, dfxtp_1 21%, ha_1 5.2%, mux2_2 4.7%, nor2_1 3.9%
* OpenROAD warnings at 35
* Fraction of layout cells with a size suffix above 1 at 12.67%
* Mapped Avg Cell Area at 11.66 um^2
* Crit Path Max Fanout at 8
* Chip area at 8101 um^2
* Finished Layout Cells at 462
* GR Overflow Total at 0
* Kind of critical path: register to register
* Net Sw Power at 517.4 uW
* Hold Path Class: register to register
* Cell-internal power at 1.807 mW
* Max-slew violations at 0
* CTS buffer count at 9
* Flop pwr share at 59.8%
* Hold depth at 0
* CTS resizes at 0
* Final TNS setup at 0 ps
* Routed Antenna Nets at 0
* CTS HTree Levels at 3
* Vias at 2356
* CTS tree: done
* Mapped Area at 3872 um^2
* Skew final at 15.96 ps
* Initial antenna violation count at 0
* Syn-to-layout area delta at 13.05%
* RSZ-0062 raised after global routing: no
* Arr. time, crit path at 2310 ps
* Sw Ratio at 22.26%
* Worst R2R Path Depth at 4
* Fmax at 430.3 MHz
* Die W at 90.01 um
* Setup ws final at 675.8 ps
* Hold Crit Start: UART_RX_Inst.r_RX_Byte[1]$_DFFE_PP_
* CTS Buffer Depth at 2
* Cells in synth_stat.txt at 332
* Clock root buffer: clkbuf_8
* Drt first-iter violations at 99
* Final hold vios at 0
* Hold slack final at 445.8 ps
* Placed Area at 4178 um^2
* Asr flop ratio synth at 0%
* Vias per cell at 5.100
* Register area at 2262 um^2
* Pre-CTS WS at 690.0 ps
* Worst-Margin Slew at 854.9 ps
* Die height at 90.01 um
* Starting density of the core at 52.55%
* Critical Path Sink Type: register
* Worst path required time at 2980 ps
* Antenna diodes at 0
* Routed WL per cell at 12.37 um
* Distinct lib cells at 48
* Syn Inst Count at 332
* Finished layout cell area at 4378 um^2
* Total power at 2.324 mW
* Reg-to-reg startpoint: UART_RX_Inst.r_Clock_Count[0]$_DFFE_PP_
* Sequential fraction of the synthesis area at 58.42%
* PortBufs at 20
* Rows at 31
* Post-Place Cells at 446
* RePlAce Congestion at 0.8312
* GR Util All Layers at 16.06%
* Logic area at 1494 um^2
* Yosys chip area at 3872 um^2
* DRC errors left at 0
* Placeable core area at 7370 um^2
* P_leak at 1.757 nW
* Yosys top cell by area: edfxtp_1
* Period minus WS final at 2324 ps
* First-pass GRT wire length at 9991 um
* Hold Path Sink: LED[1]$_DFF_P_
* Count of library flops with an enable pin at 48
* Synth flops at 89
* Post-CTS Setup Inserts at 0
* DR pass1 iterations at 4
* Num ports at 22
* PwrDens at 530.9 nW/um^2
* Slew headroom at 42.74%
[flip-flops by register name, indices dropped and copies added (netlist names), 7 cells and up]
| name | cells |
|---|---|
| SevenSeg_Inst.r_Hex_Encoding | 7 |
| UART_TX_Inst.r_Clock_Count | 8 |
| licznik | 11 |
| UART_RX_Inst.r_Clock_Count | 8 |
| nowy | 8 |
| LED | 8 |
| UART_TX_Inst.r_TX_Data | 8 |
| UART_RX_Inst.r_RX_Byte | 8 |
[layer usage]
metal	routed length, um	GRT usage [%]	part of all wire [%]	up-vias
li1	-	-	-	1225
met1	2902	28.47	51	1093
met2	2600	22.39	45	36
met3	180	4.381	3.1	2
met4	35	1.613	0.61	0
met5	0	0	0	-
[power by group through the flow]
stage                 clock network [mW]  registers (mW)  logic [mW]
after CTS                          0.824            1.39       0.144
after global routing               0.872            1.40       0.160
final                              0.794            1.39       0.141
[cell usage after synthesis, types with 2 or more instances]
master	number
o21ai_0	10
or4b_2	2
nand3b_1	2
mux2i_1	3
a21oi_1	5
xor2_1	11
and4_1	2
inv_1	23
nor2b_1	3
o211ai_1	2
or2_2	3
or4_1	2
nor2_1	40
mux4_2	2
nand4_1	3
a211o_1	2
dfxtp_1	41
nor3_1	7
nand3_1	11
a31oi_1	9
and3_1	5
nand2_1	20
ha_1	16
mux2_2	16
a211oi_1	2
nand2b_1	5
xnor2_1	10
clkbuf_1	5
conb_1	2
edfxtp_1	48
nor4_1	3
[logic make-up (layout without fill, tap and decap cells)]
kind of cell	count (synthesis)	in the layout	synth area share, %
flip-flops	89	89	58.42
AND-OR/OR-AND	39	39	6.656
AND/OR/NAND/NOR	112	112	14.70
adder cells (fa/ha/maj)	16	16	5.170
other	2	3	0.1939
XOR/XNOR	22	22	5.170
multiplexers	21	21	6.591
buffers and inverters	31	61	3.102
[worst max-delay path by stage]
stage | depth (start not counted) | end | start | slack [ps]
after global routing | 4 | UART_RX_Inst.r_Clock_Count[7]$_DFFE_PP_ | UART_RX_Inst.r_Clock_Count[0]$_DFFE_PP_ | 500
after CTS | 4 | UART_RX_Inst.r_Clock_Count[7]$_DFFE_PP_ | UART_RX_Inst.r_Clock_Count[0]$_DFFE_PP_ | 670
final | 4 | UART_RX_Inst.r_Clock_Count[7]$_DFFE_PP_ | UART_RX_Inst.r_Clock_Count[0]$_DFFE_PP_ | 680
[worst max-delay path, stage by stage, from the launching register on]
cell,delay (ps)
edfxtp_1,400
ha_1,240
or4b_2,590
nor3_1,340
a31oi_1,400
[layout by cell type (no fill, tap or decap), drive strengths merged, types with 3 or more instances in the layout]
cell           Yosys  final
and3               5      5
xor2              12     12
nor2b              3      3
mux2              16     16
nand2             20     20
nor4               4      4
mux2i              3      3
conb               2      3
clkbuf             5     13
nor2              40     40
or2                3      3
dfxtp             41     41
nand4              3      3
clkdlybuf4s50      0     20
inv               24     25
nand3             11     11
ha                16     16
a31oi              9      9
nand2b             5      5
or4b               3      3
xnor2             10     10
a21oi              5      5
nor3               7      7
edfxtp            48     48
o21ai             10     10
[final cells by class]
cell class | instances | share of cell area (%)
Sequential cell | 89 | 51.67
Multi-Input combinational cell | 213 | 34.12
Timing Repair Buffer | 21 | 4.744
Clock buffer | 13 | 4.115
Tap cell | 99 | 2.829
Inverter | 24 | 2.058
Clock inverter | 3 | 0.4573
Power is estimated from default activity; no workload was simulated.
